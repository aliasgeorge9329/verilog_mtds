==> flow/design.v <==
module shift_register_8bit(output reg [7:0]Q,input in,Clk,right,reset);
initial
begin
Q=8'b0;
end
always@(posedge Clk)
begin
if(reset==1)
Q=8'b0;
else if(right==1) 
begin
Q=Q>>1;
Q[7]=in;
end
else if(right==0) 
begin
Q=Q<<1;
Q[0]=in;
end
end
endmodule
==> flow/run.sh <==
#!/bin/bash
# OpenROAD 26Q1-2900-gdf79404cd8, Yosys 0.63+post, stock flow scripts
make -C /OpenROAD-flow-scripts/flow DESIGN_CONFIG=/design/flow/config.mk WORK_HOME=/design/flow/orfs finish
==> flow/config.mk <==
export PLATFORM = sky130hd
export DESIGN_NAME = shift_register_8bit
export DESIGN_NICKNAME = shift_register_8bit
export VERILOG_FILES = /design/flow/design.v
export SDC_FILE = /design/flow/constraint.sdc
export NUM_CORES = 4
export LEC_CHECK = 1
export CORE_AREA = 10 10 70 70
export DIE_AREA = 0 0 80 80
==> flow/constraint.sdc <==
current_design shift_register_8bit

set clk_period 1.0
set clk_io_pct 0.2

create_clock -name clk0 -period $clk_period [get_ports {Clk}]

set non_clock_inputs [all_inputs -no_clocks]
set_input_delay [expr $clk_period * $clk_io_pct] -clock clk0 $non_clock_inputs
set_output_delay [expr $clk_period * $clk_io_pct] -clock clk0 [all_outputs]
==> results_dict.tcl <==
# implementation run metrics
set metrics [dict create \
    synthArstFlopShare 0 \
    numPortBuffers 11 \
    slew_violations 0 \
    grt_pass1_vias 247 \
    initial_core_util 0.08352 \
    slew_headroom 0.8210 \
    critPathMaxFanout 2 \
    slowest_stage "dfxtp_1" \
    diodes 0 \
    warnings 25 \
    core_um2 3416 \
    max_cap_viol_count 0 \
    final.setup.tns_ns 0 \
    dp_cells 88 \
    crit_path_start "Q[5]" \
    hold_start "right" \
    dp_slack_ns -0.2391 \
    cts.sinks 8 \
    drt_iter0_markers 2 \
    place_congestion 0.7323 \
    largest_reg_flops 8 \
    grt_antenna_before_repair 0 \
    fp.dieArea_um2 6400 \
    overflow 0 \
    insertion_delay_ns 0.24 \
    status "finished, final reports clean" \
    p_leak_nw 0.2456 \
    syn-cell-area_um2 285.3 \
    wirelength_um 767 \
    grt_max_degree 9 \
    fin_cells 92 \
    clockRootBuffer "clkbuf_4" \
    cp_data_arrival_time_ns 0.75 \
    top_cell_area_share 0.5614 \
    ff2ff_setup_slack_ns 0.13 \
    cpPeakStageDelay_ns 0.32 \
    die_w_um 80 \
    htreeDepth 1 \
    p_per_area_nw_per_um2 1138 \
    postSynthAreaPerCell_um2 10.97 \
    path_clk_slew_ns 0.05 \
    min_path_type "primary input to register" \
    setup_ws_ns 0.04628 \
    setup_violations 0 \
    cts_buffer_depth 2 \
    route.antenna.remaining_nets 0 \
    topCellsByArea "dfxtp_1 (56%), mux2i_1 (28%), nor2_1 (11%)" \
    timing.rr.start "Q[1]" \
    synthFlopType "dfxtp_1" \
    yosys.area.top_type "dfxtp_1" \
    fin_crit_sh 0.9537 \
    drcViolationCount 0 \
    dr.pass1.iters 2 \
    vias 244 \
    yosysSeqAreaShare 0.5614 \
    synthTopCellsByCount "dfxtp_1 (8), mux2i_1 (8), nor2_1 (8), buf_1 (1), buf_6 (1)" \
    yosys_cells 26 \
    tritoncts "built" \
    synth-edff-count 0 \
    p_total_mw 0.6125 \
    worst-path-buf-inv 1 \
    startpoint_type "register" \
    synthCells 26 \
    synth-seq-cells 8 \
    drive_above_1_share 0.3913 \
    hold_viol 0 \
    post_dp_cell_area_um2 503.0 \
    cp_top_family "flip-flops" \
    fin_crit_ns 0.9537 \
    fin_worst_skew_ns 0.0003513 \
    yosys_warnings 1 \
    irDropWorstVdd_uv 367.1 \
    numCtsBuffers 3 \
    fmaxAchievable_ghz 1.049 \
    viasPerCell 2.652 \
    utilization 0.1575 \
    hold_ws_ns 0.4139 \
    final_area_um2 538.0 \
    worstSetupPathType "register to output port" \
    rsz0062_at_grt "false" \
    synth_cell_types 5 \
    syn_to_final_growth_pct 88.60 \
    end_kind "output port" \
    rows 21 \
    grt_usage 0.02325 \
    wl_per_cell_um 8.337 \
    io_pins 12 \
    ys_area_um2 285.3 \
    fp.dieH_um 80 \
    grt_pass1_wl_mm 1.117 \
    tightestPinTransition_ns 0.2677 \
    cp.required_ns 0.80 \
    crit_chain "clkdlybuf4s15_1" \
    n_fill_cell 396 \
]
[report_power, final]
part | total [mW] | leakage (nW) | internal (mW) | switching (mW)
sequential | 0.330 | 0.0678 | 0.327 | 0.00314
clock | 0.223 | 0.0138 | 0.136 | 0.0875
combinational | 0.0591 | 0.164 | 0.0377 | 0.0214
total | 0.612 | 0.246 | 0.500 | 0.112
[worst paths after layout]
path	end	cells past startpoint
worst max-delay path	Q[5]	1
worst min-delay path	Q[2]	4
worst max register to register	Q[0]	4
worst min register to register	Q[1]	2
[cells in the final DEF, fill, tap and decap left out]
cell type / instances
clkbuf_4: 3
mux2i_1: 8
dlymetal6s2s_1: 1
clkdlybuf4s15_1: 7
clkdlybuf4s50_1: 2
dfxtp_1: 2
clkbuf_2: 1
nor2_1: 8
dfxtp_2: 6
buf_4: 7
buf_12: 1
[layout make-up]
class | instances | area (um^2) | area share
Clock buffer | 3 | 22.52 | 0.04186
Multi-Input combinational cell | 16 | 110.1 | 0.2047
Sequential cell | 8 | 167.7 | 0.3116
Tap cell | 46 | 57.56 | 0.1070
Timing Repair Buffer | 19 | 180.2 | 0.3349
[metal layers]
layer,GRT usage,vias to the layer above,wire length [um]
li1,-,126,-
met1,0.01815,115,230
met2,0.04575,1,486
met3,0.01136,2,31
met4,0.01056,0,19
met5,0,-,0
[repair_timing]
item                       in CTS  in global routing
buffers inserted                1                  0
gates resized                  19                  5
hold buffers                    0                  0
setup endpoints to repair       8                  9
gates cloned                    0                  0
[cell families (layout without fill, tap and decap cells)]
family	count (synthesis)	count (layout)	synth area share
multiplexers	8	8	0.2807
flip-flops	8	8	0.5614
AND/OR/NAND/NOR	8	8	0.1053
buffers and inverters	2	22	0.05262
Power and IR drop assume default switching activity.
