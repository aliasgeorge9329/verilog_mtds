`run.sh`:
```
#!/bin/bash
# OpenROAD 26Q1-2900-gdf79404cd8, Yosys 0.63+post, stock flow scripts
make -C /OpenROAD-flow-scripts/flow DESIGN_CONFIG=/design/flow/config.mk WORK_HOME=/design/flow/orfs finish
```
`config.mk`:
```
export PLATFORM = sky130hd
export DESIGN_NAME = shifter
export DESIGN_NICKNAME = shifter
export VERILOG_FILES = /design/flow/design.v
export SDC_FILE = /design/flow/constraint.sdc
export NUM_CORES = 4
export LEC_CHECK = 1
export CORE_AREA = 10 10 70 70
export DIE_AREA = 0 0 80 80
```
`constraint.sdc`:
```
current_design shifter

set clk_period 1.0
set clk_io_pct 0.2

create_clock -name clk0 -period $clk_period [get_ports {clk}]

set non_clock_inputs [all_inputs -no_clocks]
set_input_delay [expr $clk_period * $clk_io_pct] -clock clk0 $non_clock_inputs
set_output_delay [expr $clk_period * $clk_io_pct] -clock clk0 [all_outputs]
```
`design.v`:
```
module shifter(output reg [7:0] out, input  rst, input  right, input data, input clk);
    initial
        out <= 8'd230;
    always @(posedge clk) begin
        if(rst) begin
            {out} = 0;
        end 
        else begin
            if(right) begin
             out = out>>1;
             out[7] = data;
            end
            else begin 
             out = out<<1;
             out[0] = data;
            end
        end 
    end
endmodule
```
==> results_slide.txt <==
Key Metrics from the Run

Setup path
  – Reg2Reg Capture Point: out[4]
  – Cells along the critical path: clkdlybuf4s15_1
  – Critical path buffers and inverters: 1
  – CP required: 800 ps
  – Levels on crit path: 1
  – Critical Path Sink Type: primary output
  – Launch point of the worst path: out[5]
  – Slowest CP cell: dfxtp_2
  – CP Class: flip-flop to primary output
  – CP max FO: 2
  – R2R setup slack: 230 ps
  – R2R depth: 3
  – Critical path destination: out[5]
  – Critical register-to-register path startpoint: out[5]
  – Crit path DAT: 750 ps
  – Slowest stage delay, CP: 320 ps
  – CP delay by family, top: flip-flops
  – CP Launch Type: flip-flop

Global routing
  – Initial antenna violation count: 0
  – Grt ovf: 0
  – Vias in the first global route: 276
  – First-pass GRT wire length: around 1400 um
  – Largest net degree at the start of global routing: 9
  – GRT Util Overall: under 10%

Outcome
  – Status: completed

Run
  – Max_cap viols: 0
  – Tool warnings: 25

Route
  – DR vias: 248
  – Final WL: about 800 um
  – Routed Antenna Nets: 0
  – DR WL/cell: ~9 um
  – # DRC: 0
  – Iteration-0 DRC count of the detailed router: 22
  – First-pass iteration count of the detailed router: 4
  – N_diodes: 0
  – Vias per std cell: 2.73

Power
  – Comb pwr share: a little under a tenth
  – Sequential share of power: 52.2%
  – Total power: 633 uW
  – Switching Power: 131 uW
  – Pwr dens: 1180 nW/um^2
  – Int Power: 501 uW
  – Clock share of power: around two fifths
  – Static leakage: 0.000241 uW
  – Maximum vdd drop: 227 uV
  – Switching portion of total power: 20.8%

STA
  – Final Setup Violations: 0
  – Slew headroom: 81.1%
  – Final hold viol count: 0
  – Clk_skew: around 7 ps
  – Setup TNS: 0 ps
  – Final Slew Violations: 0
  – Fin crit share: 95.4%
  – F_max: 1.05 GHz
  – Final critical-path required period: 954 ps
  – Setup repair after global routing missed its margin: no
  – Worst slew pin tran: 283 ps

Logic synthesis
  – Area leader share: 56.1%
  – Yosys warning tally: 1
  – Async S/R FF share, synth: 0%
  – Count of different cell masters after synthesis: 5
  – Commonest cells post-synth: dfxtp_1, mux2i_1, nor2_1
  – Main area contributors: dfxtp_1, mux2i_1, nor2_1, buf_6, buf_1
  – Flip-flops with a built-in enable: 0
  – Yosys cell count: 26
  – Post-synthesis sequential area ratio: a little under three fifths
  – Synthesized area per cell: roughly 11 um^2
  – Synth Flop Type: dfxtp_1
  – Ys flops: 8
  – Cell type with the largest total area: dfxtp_1
  – Mapped Area: 285 um^2
  – Yosys Chip Area: 285 um^2
  – Gate count of the mapped netlist: 26

Floorplanning
  – Initial Util: 8.35%
  – Core Rows: 21
  – Die width: 80 um
  – IO Pins: 12
  – Core area: approximately 3400 um^2
  – Die Size: approximately 6400 um^2
  – Die Ht: 80 um

Final layout
  – Reg with most FFs: out
  – Register area: 170 um^2
  – Area Growth Syn to Fin: 88.6%
  – Biggest regs: out: 8 flops
  – Logic area: 110 um^2
  – Layout cells sized above 1: 40.0%
  – Fillers: between 300 and 400
  – Max reg flops: 8

Placement
  – Post-DP HPWL: between 600 and 700 um
  – Port Buffers: 11
  – GP Congestion: 0.699

Clocking
  – Root Driver: clkbuf_4
  – Longest Clk Path Bufs: 2
  – TritonCTS clock tree: yes
  – Worst-path clk slew: approximately 60 ps
  – Clock sink count: 8
  – Cts hold-fix bufs: 0
  – H-tree depth: 1
  – Clk latency late pin: between 200 and 300 ps
  – CTS Buf Count: 3

Worst hold path
  – Worst hold path class: input port to flip-flop
-- how the worst min path moves through the flow --
stage | startpoint | end | slack [ps] | depth (start not counted)
6_report | right | out[3] | 410 | 4
5_1_grt | right | out[3] | 430 | 4
4_1_cts | out[0] | out[1] | 520 | 2
-- power by group through the flow --
stage	registers, uW	logic [uW]	clock network [uW]
finish	330	58.9	244
global route	331	64.3	265
CTS	330	60.5	253
-- kinds of logic after synthesis --
group         share of synthesized area (%)
buf+inv                                5.26
flops                                  56.1
mux                                    28.1
simple gates                           10.5
-- layer usage --
layer / global-route usage, % / routed length, um
met5: 0 / 0
met4: 1.23 / 27
met3: 0.341 / 23
met2: 4.98 / 482
met1: 2.74 / 287
-- placed cells by master, fill, tap and decap left out, drive strengths merged --
master         netlist  routed
mux2i                8       8
nor2                 8       8
clkbuf               0       3
buf                  2       7
dlymetal6s2s         0       1
clkdlybuf4s50        0       2
clkdlybuf4s15        0       8
dfxtp                8       8
-- per-stage QoR --
stage	hold slack [ps]	cell area [um^2]	worst slack (ps)	instances	utilization [%]
floorplan	344	285	342	26	-
global placement	513	503	-223	88	14.7
detailed placement	534	503	-224	88	14.7
CTS	521	536	19.8	91	15.7
global route	431	538	6.48	91	15.8
finish	407	538	46.2	91	15.8
-- what timing repair did --
item / 4_1_cts / 5_1_grt
setup endpoints to repair: 8 / 7
resized: 24 / 1
setup buffers: 0 / 0
pin swaps: 0 / 0
endpoints found under the hold margin: 0 / 0
-- final cells by class --
cell class / instances / share of cell area (%)
clock buffers: 3 / 4.19
multi-input cells: 16 / 20.5
flip-flops and latches: 8 / 31.6
well taps: 46 / 10.7
repair buffers: 18 / 33.0
Power is estimated from default activity; no workload was simulated.
