--- /design/flow/run.sh ---
#!/bin/bash
# OpenROAD 26Q1-2900-gdf79404cd8, Yosys 0.63+post, stock flow scripts
make -C /OpenROAD-flow-scripts/flow DESIGN_CONFIG=/design/flow/config.mk WORK_HOME=/design/flow/orfs finish
--- /design/flow/config.mk ---
export PLATFORM = sky130hd
export DESIGN_NAME = counter
export DESIGN_NICKNAME = counter
export VERILOG_FILES = /design/flow/design.v
export SDC_FILE = /design/flow/constraint.sdc
export NUM_CORES = 4
export LEC_CHECK = 1
export CORE_AREA = 10 10 70 70
export DIE_AREA = 0 0 80 80
--- /design/flow/constraint.sdc ---
current_design counter

set clk_period 2.1
set clk_io_pct 0.2

create_clock -name clk0 -period $clk_period [get_ports {clk}]

set non_clock_inputs [all_inputs -no_clocks]
set_input_delay [expr $clk_period * $clk_io_pct] -clock clk0 $non_clock_inputs
set_output_delay [expr $clk_period * $clk_io_pct] -clock clk0 [all_outputs]
--- /design/flow/design.v ---
module counter (input clk, input rst, input up, output reg[3:0] out);  
  initial
    out<= 0;
  always @ (posedge clk) begin  
    if (rst)  
      out <= 0;
    else if (out < 0) 
      out = 4'd15;    
    else if(up) 
      out <= out + 1;
    else
      out <= out -1 ;    
  end  
endmodule  
==> notes.md <==
fresh numbers from the pnr run: worst hold slack=0.471 ns, DRC viols=0, # placed instances=70, growth of design area from synthesis to finish=73.2%, unrepaired setup endpoints after global routing=no, Log Warnings=25, total grt overflow=0, min-delay worst type=reg2reg, Synth Seq Share=41.8%, Worst Setup End Kind=register, VDD IR max=0.000245 V, WL final=501 um, die outline height=80 um, Max Slew Vio Count=0, Ant. Diodes=0, status=completed, Top cell excl fill/tap=clkdlybuf4s50_1, distinct lib cells=11, Fin Clk Skew=0.000942 ns, Total GRT Usage=1.76%, Leak=0.119 nW, Num CTS Buffers=3, CTS HTree Levels=1, Netlist Area Pre-Place=191 um^2, Post-Layout Cell Count=73, Seq cells post-synth=4, die width=80 um, first-pass GRT wire length=848 um, post-cts resize count=0, CTS root buffer=clkbuf_4, Reg clk slew, reported paths=0.04 ns, vias in the first global route=162, Setup violations, final=0, yosys cell count=18, Vias/cell=2.21, Post-CTS Hold Buffers=0, Power Dens Cells=860 nW/um^2, max FFs per register=4, Post-CTS Setup Repair Bufs=0, Largest Register=out, Late-Pin Clk Latency=0.24 ns, total I/O pin count=7, period utilization=79.7%, # port buffers=6, Yosys chip area=191 um^2, min Tclk post-route=1.67 ns, synthesis warning total=1, FP Core Util=5.60%, routability cong.=0.656, Routed Antenna Nets=0, setup_tns=0 ns, Regs by FF count=out (4), Final Hold Viols=0, initial DRC count=2, most frequent cells in the layout=clkdlybuf4s50_1 (6), dfxtp_1 (4), clkbuf_4 (3), final core occ=9.71%, Setup CP Type=in2reg, WP data required=2.27 ns, Via Count=161, Max-slew headroom=85.3%, CTS max path bufs=2, routed length per instance=6.86 um, Gate Count Post-Synth=18, initial antenna violation count=0, drt pass-1 iters=2, Slew @ Worst Pin=0.218 ns, largest net degree at the start of global routing=5, chip area=6400 um^2, Avg Inst Size Synth=10.6 um^2, fraction of layout cells with a size suffix above 1=14.8%, Worst setup SP type=input port, Rows=21, clock sink count=4, Worst Path Max Fanout=3, fmax=597 MHz, WP data arrival=1.85 ns, MaxCap Viol Count=0, core box area=3420 um^2, total power=0.285 mW, CTS tree=done
[logic make-up (layout without fill, tap and decap cells)]
group                      count (synthesis)  in the layout  synth area share, %
and+or+nand+nor                            5              5                 12.4
DFF                                        4              4                 41.8
adders and majority gates                  3              3                 23.5
AOI/OAI and AO/OA                          3              3                 11.1
xor gates and xnor gates                   2              2                 9.15
buffers and inverters                      1             10                 1.96
[layout make-up]
class	count	area [um^2]
well taps	46	57.6
clock buffers	3	22.5
fillers	398	3080
repair buffers	6	60.1
flip-flops and latches	4	80.1
inverters	1	3.75
multi-input cells	13	108
[layer usage]
layer  GRT usage, %  wire (um)  vias up
met3           2.05         92        2
met5              0          0        -
met2           1.61        183        7
met1           2.39        219       72
li1               -          -       80
met4          0.352          5        0
[where the power goes]
group | internal (mW) | switching [mW] | leakage [nW]
Sequential | 0.0910 | 0.0109 | 0.0334
Combinational | 0.0543 | 0.0326 | 0.0722
Clock | 0.0640 | 0.0323 | 0.0138
[through the flow]
stage	cell area, um^2	setup slack, ns
floorplan	191	0.820
global placement	309	0.231
detailed placement	309	0.194
CTS	332	0.420
global route	332	0.312
finish	332	0.425
[synthesized netlist by cell type]
cell type | number | area (um^2)
a21o_1 | 1 | 7.51
a21oi_1 | 1 | 5.00
a21oi_2 | 1 | 8.76
dfxtp_1 | 4 | 80.1
fa_1 | 1 | 20.0
ha_1 | 2 | 25.0
inv_1 | 1 | 3.75
nand3_1 | 2 | 10.0
nor2_1 | 2 | 7.51
nor2b_1 | 1 | 6.26
xnor2_1 | 2 | 17.5
[critical path, cell delays in order]
cell and delay [ns]:
clkdlybuf4s50_1 0.49, inv_1 0.09, ha_1 0.35, a21oi_1 0.23, nand3_1 0.12, a21oi_2 0.14
[worst paths after layout]
check                      end         startpoint  depth (start not counted)  slack [ns]
max          out[3]$_SDFF_PP0_                 up                          6        0.43
min          out[0]$_SDFF_PP0_  out[0]$_SDFF_PP0_                          1        0.47
max reg2reg  out[3]$_SDFF_PP0_  out[2]$_SDFF_PP0_                          4        0.92
min reg2reg  out[0]$_SDFF_PP0_  out[0]$_SDFF_PP0_                          1        0.47
Power is estimated from default activity; no workload was simulated.
